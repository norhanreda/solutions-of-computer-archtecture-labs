$ cat /design/flow/design.v
module encoder(in,enable,out);
	input [7:0]in;
        input enable;
	output reg [2:0]out;
        always @(in,enable)
   if(enable==1)
      begin
       case(in)
         8'b00000001:out=0;
         8'b00000010:out=1;
         8'b00000100:out=2;
         8'b00001000:out=3;
         8'b00010000:out=4;
         8'b00100000:out=5;
         8'b01000000:out=6;
         8'b10000000:out=7;
         default:out=3'bxxx;
        endcase
       end
    else
    out=3'bzzz;
endmodule
$ cat /design/flow/run.sh
#!/bin/bash
# OpenROAD 26Q1-2900-gdf79404cd8, Yosys 0.63+post, stock flow scripts
make -C /OpenROAD-flow-scripts/flow DESIGN_CONFIG=/design/flow/config.mk WORK_HOME=/design/flow/orfs finish
$ cat /design/flow/config.mk
export PLATFORM = sky130hd
export DESIGN_NAME = encoder
export DESIGN_NICKNAME = encoder
export VERILOG_FILES = /design/flow/design.v
export SDC_FILE = /design/flow/constraint.sdc
export NUM_CORES = 4
export LEC_CHECK = 1
export CORE_AREA = 10 10 70 70
export DIE_AREA = 0 0 80 80
$ cat /design/flow/constraint.sdc
current_design encoder

set clk_period 1.4
set clk_io_pct 0.2

create_clock -name clk0 -period $clk_period

set non_clock_inputs [all_inputs -no_clocks]
set_input_delay [expr $clk_period * $clk_io_pct] -clock clk0 $non_clock_inputs
set_output_delay [expr $clk_period * $clk_io_pct] -clock clk0 [all_outputs]
==> run summary <==
run results: Yosys Chip Area 144 sq um, Routed WL 788 um, number of antenna violations at the first check in global routing 0, Synth warnings 2, Die X 80 um, ys cells 19, fmax 703 MHz, post-synthesis sequential area ratio 0%, P_leak 0.148 nW, Pwr Density 232 nW/um^2, VDD IR max 0.0937 mV, first-pass GRT wire length 1190 um, gr usage total 2.26%, Hold EP out[2], Syn-to-layout area delta 220%, Cell Type Count 11, Overflow after GRT 0, vias per inst 2.84, min cycle time layout 1.42 ns, layout cells sized above 1 91.2%, Synth Area in Simple Gates 67.8%, status finished, violations left, IO Pins 12, min-delay src in[2], # diodes 0, # hold bufs at CTS 0, Synth Cell Area 144 sq um, via count 227, cells after synthesis 19, Avg Cell Area, Syn 7.57 sq um, CP arrival 1.14 ns, Total Power 0.000107 W, Register Area 0 sq um, comb area leader simple AND/OR/NAND/NOR gates, Flop Count 0, maximum capacitance violations 0, routed length per placed instance 9.85 um, cycle use final 102%, IO Port Bufs 11, worst slew pin tran 0.238 ns, Slew Limit Fails 0, Die H 80 um, layout clock buffer count 0, Final setup violation count 2, setup TNS -0.0292 ns, Final GP Congestion 0.819, area fraction in mux cells 0%, logic area 243 sq um, row cnt 21, # fillers 401, Final ANT Viol Nets 0, critical path endpoint category primary output, Initial Util 4.21%, Hold Crit Class input port to primary output, hold path cells 4, worst-path maximum fanout 7, number of DRC markers in iteration 0 3, Post-DP HPWL 572 um, Slew HR 84.1%, Worst setup SP type input port, area of the die 6400 sq um, failing checks setup timing, Setup Buffers After CTS 0, router iterations before antenna repair 4, drt drc 0, RSZ-0062 raised after global routing yes, aoi share 16.5%, Crit Path Class input port to primary output, Adders+Majority by Area 0%, final hold slack 0.904 ns, largest net degree at the start of global routing 8, vias in the first global route 244, xor/xnor share 12.2%, Req. time, crit path 1.12 ns, Fin. Hold Viols 0, Tool Warnings 35, setup ws final -0.0233 ns, Placeable Area 3420 sq um
==> worst max-delay path, cell delays in order <==
cell and delay (ns):
buf_6 0.12, or4_4 0.53, nor2_2 0.11, buf_2 0.10
==> worst max path at each step <==
stage | start | endpoint | slack (ns) | cells after the start
5_1_grt | in[6] | out[1] | -0.10 | 5
4_1_cts | in[5] | out[2] | -0.03 | 5
6_report | in[3] | out[2] | -0.02 | 4
==> synthesized netlist by cell type <==
| cell | instances | area share, % |
|---|---|---|
| nor4b_2 | 1 | 10 |
| nor4b_1 | 6 | 37 |
| xnor2_1 | 1 | 6.1 |
| nor4_1 | 1 | 4.4 |
| a211oi_1 | 2 | 10 |
| o31a_1 | 1 | 6.1 |
| xor2_1 | 1 | 6.1 |
| nor3_1 | 1 | 3.5 |
| or4_1 | 1 | 5.2 |
| buf_2 | 1 | 3.5 |
| nor2_1 | 3 | 7.8 |
==> routing by layer <==
layer	vias to the layer above	routed length (um)	global-route usage (%)
li1	110	-	-
met1	108	451	3.69
met2	9	275	2.89
met3	0	60	0.682
met4	0	0	0
met5	-	0	0
==> stage by stage <==
step / setup WS [ns] / area (sq um) / util [%] / instances
4_1_cts: -0.0260 / 394 / 11.5 / 80
2_1_floorplan: 0.218 / 144 / - / 19
3_5_place_dp: -0.850 / 344 / 10.1 / 80
6_report: -0.0233 / 460 / 13.5 / 80
3_3_place_gp: -0.834 / 344 / 10.1 / 80
5_1_grt: -0.105 / 460 / 13.5 / 80
==> power by group <==
| part | switching (W) | internal (W) | total, W | leakage, nW |
|---|---|---|---|---|
| combinational | 0.0000472 | 0.0000594 | 0.000107 | 0.148 |
| clock | 0 | 0 | 0 | 0 |
| sequential | 0 | 0 | 0 | 0 |
| total | 0.0000472 | 0.0000594 | 0.000107 | 0.148 |
==> layout make-up <==
type,count,share of cell area [%]
Multi-Input combinational cell,18,52.7
Timing Repair Buffer,16,34.8
Tap cell,46,12.5
==> cells in the final DEF (no fill, tap or decap) <==
cell	instances
nor3_1	1
nor2_1	1
buf_2	4
a211oi_2	2
buf_12	1
buf_8	2
xnor2_2	1
buf_4	3
nor4b_2	5
or4_4	1
nor4b_4	2
nor2_2	2
xor2_2	1
o31a_1	1
nor4_4	1
clkdlybuf4s15_2	3
buf_6	3
==> repair_timing <==
item | 4_1_cts | 5_1_grt
gates resized | 57 | 15
setup endpoints to repair | 3 | 3
pin swaps | 4 | 6
endpoints found under the hold margin | 0 | 0
==> cell families after synthesis <==
| logic type | after synthesis |
|---|---|
| AOI/OAI and AO/OA | 3 |
| and+or+nand+nor | 13 |
| buffers and inverters | 1 |
| xor gates and xnor gates | 2 |
Power is estimated from default activity; no workload was simulated.
