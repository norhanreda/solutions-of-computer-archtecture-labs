File: flow/run.sh
#!/bin/bash
# OpenROAD 26Q1-2900-gdf79404cd8, Yosys 0.63+post, stock flow scripts
make -C /OpenROAD-flow-scripts/flow DESIGN_CONFIG=/design/flow/config.mk WORK_HOME=/design/flow/orfs finish
File: flow/config.mk
export PLATFORM = sky130hd
export DESIGN_NAME = reg_array
export DESIGN_NICKNAME = reg_array
export VERILOG_FILES = /design/flow/design.v
export SDC_FILE = /design/flow/constraint.sdc
export NUM_CORES = 4
export LEC_CHECK = 1
export CORE_UTILIZATION = 30
export SYNTH_HDL_FRONTEND = slang
File: flow/constraint.sdc
current_design reg_array

set clk_period 2.1
set clk_io_pct 0.2

create_clock -name clk0 -period $clk_period [get_ports {clk}]

set non_clock_inputs [all_inputs -no_clocks]
set_input_delay [expr $clk_period * $clk_io_pct] -clock clk0 $non_clock_inputs
set_output_delay [expr $clk_period * $clk_io_pct] -clock clk0 [all_outputs]
File: flow/design.v
module reg_array #(parameter data_width=16,address_width=3)
(input wire clk ,rst,write_enable,read_enable,input wire [(data_width-1):0] write_data ,input wire [(address_width-1):0] write_address,read_address,output reg  [(data_width-1):0] read_data ) ;
reg [(data_width-1):0] array_reg [2**address_width-1:0];
integer i;
always @(posedge clk or posedge rst)
 begin
if(rst)
for(i=0;i<2**address_width;i=i+1)
  array_reg[i]=0;
else if(write_enable)
    array_reg[write_address] =write_data ;
 end
always @(negedge clk or posedge rst)
 begin
if(rst)
 array_reg[read_address]=16'bzzzzzzzzzzzzzzzz;
 else if(read_enable)
 read_data =array_reg[read_address];
else
  read_data=16'bzzzzzzzzzzzzzzzz;
 end
endmodule
==> impl_metrics.toml <==
# flow metrics
[run_status]
status = "complete, but fails checks"
violations = "setup timing"

[finish]
seq_area_um2 = 3680
area_growth_syn_to_layout_pct = 28.1
fillCellCount = 1882
logic_area_um2 = 2520
layout_top_cell = "mux2_2"
largest_reg_flops = 128
final_cell_mix = "mux2_2 (136), dfrtp_1 (128), mux4_2 (32)"
drive_gt1_share_pct = 60.4
final_cells = 740

[clock_tree]
numCtsBuffers = 17
path_clk_slew_ns = 0.06
cts_tree = "yes"
cts_root_buf = "clkbuf_16"
cts_sinks = 144
cts_max_level = 4
worstSkewPairLatency_ns = 0.45
cts_hold_buf = 0
clockBufferDepth = 2

[pwr]
p_leak_uw = 0.00346
peakVddDrop_v = 0.000501
p_per_area_nw_per_um2 = 1020
power_uw = 8390

[setup_path]
crit_path_start_kind = "register"
slowest_stage = "edfxtp_1"
crit_buf_inv = 1
cp-end-kind = "primary output"
critPathArrivalTime_ns = 2.04
crit_family = "flip-flops"
slowest_delay_ns = 0.40
cp_max_fo = 1
path_class = "register to primary output"
cp.required_ns = 1.68
cp_cell_sequence = "buf_2"

[grt]
grt_usage_pct = 13.8
antenna_found_initial = 0
overflow = 0
grt_max_degree = 24
first_global_vias = 3827
grt_pass1_wl_um = 22100

[logic_synthesis]
ys_area_um2 = 6390
ys_seq_share_pct = 57.6
ys_cells = 355
syn-instance-count = 355
ys_warn_count = 0
ys_types = 15
netlist_area_um2 = 6390
synth-seq-cells = 144
syn_avg_cell_area_um2 = 18.0

[placement]
hpwl_um = 8260
dp.cells = 679
place_congestion = 0.743
port_buffers = 40
place_ws_ns = -1.04

[timing]
drv_slew = 0
rsz0062_at_grt = "yes"
skew_ns = 0.0411
slew_headroom_pct = 77.5
finalSetupViolCount = 32
finalHoldViolCount = 0
worst_slack_ns = -0.358
tightest_slew_ns = 0.337

[run]
log.warning_count = 45
drv_cap = 0

[floorplan]
core_um2 = 21000
ioPinCount = 42
fp_util_pct = 30.5
core.rowCount = 53
dieArea_um2 = 21900
die_w_um = 148
fp.dieH_um = 148

[drt]
postRouteAntennaNets = 0
drt-vias-per-instance = 4.77
first_pass_iters = 4
initialDrtViolationCount = 129
diodes = 0
vias = 3532
wirelength_um = 13600
drcViolationCount = 0
wire_per_inst_um = 18.4

[hold_path]
hp-class = "input pin to asynchronous set/reset pin"
[layout make-up]
| class | instances | area share, % |
|---|---|---|
| Inverter | 1 | 0.0917 |
| Sequential cell | 144 | 45.0 |
| Clock buffer | 19 | 5.41 |
| Multi-Input combinational cell | 184 | 30.7 |
| Timing Repair Buffer | 88 | 11.6 |
| Tap cell | 275 | 4.20 |
| Clock inverter | 29 | 2.99 |
[report_power, final]
group	leakage, uW	internal, uW	switching [uW]
Sequential	0.00169	3450	287
Clock	0.000370	2060	1220
Combinational	0.00140	958	418
[synth_stat cells, drive strengths merged]
cell    count  area [um^2]
nand4       1         12.5
inv         2         7.51
edfxtp     16          480
and4bb      1         12.5
nand4b      3         45.0
mux4       32          803
nor4b       1         23.8
buf        20          146
mux2      144         1620
clkbuf      5         18.8
nor4bb      2         20.0
dfrtp     128         3200
[cells by family after synthesis]
kind of cell / share of synthesized area (%)
flip-flops: 57.6
multiplexers: 37.9
AND/OR/NAND/NOR: 1.78
buffers and inverters: 2.70
[tightest hold or removal path, delay by kind of cell]
family | cells | cell delay (ns)
buffers and inverters | 3 | 0.55
[through the flow]
step / utilization (%) / instance area, um^2 / hold WS (ns) / TNS [ns]
6_report: 39.1 / 8190 / 0.226 / -9.44
5_1_grt: 39.1 / 8190 / 0.216 / -10.73
4_1_cts: 38.8 / 8130 / 0.211 / -9.87
3_5_place_dp: 35.4 / 7410 / 0.488 / -27.14
3_3_place_gp: 35.4 / 7410 / 0.481 / -26.80
2_1_floorplan: - / 6360 / 0.471 / -57.02
[worst paths after layout]
path / startpoint / to / slack, ns / cells after the start
worst min register to register: array_reg[85] / array_reg[85] / 0.50 / 1
worst min-delay path: rst / array_reg[34] / 0.23 / 3
worst max-delay path: read_data[7] / read_data[7] / -0.36 / 1
worst max register to register: array_reg[91] / read_data[11] / -0.32 / 2
max in group asynchronous: rst / array_reg[42] / 1.39 / 4
min in group clk0: array_reg[85] / array_reg[85] / 0.50 / 1
[per-layer routing]
layer | global-route usage [%] | vias to the layer above | wire length, um
met5 | 0 | - | 0
met4 | 1.44 | 0 | 122
met3 | 4.50 | 8 | 756
met2 | 21.7 | 85 | 6740
met1 | 20.1 | 1886 | 5970
li1 | - | 1553 | -
[repair_timing]
action / CTS / global route
setup buffers: 6 / 6
cloned: 2 / 0
setup endpoints to repair: 48 / 32
resized: 62 / 4
No activity file was given, so power comes from the tool's default toggle rates.
